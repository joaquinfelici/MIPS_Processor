File: flow/config.mk
export PLATFORM = sky130hd
export DESIGN_NAME = ME
export DESIGN_NICKNAME = ME
export VERILOG_FILES = /design/flow/design.v
export SDC_FILE = /design/flow/constraint.sdc
export NUM_CORES = 4
export LEC_CHECK = 1
export CORE_UTILIZATION = 40
File: flow/constraint.sdc
current_design ME

set clk_period 51.9
set clk_io_pct 0.2

create_clock -name clk0 -period $clk_period [get_ports {clk}]

set non_clock_inputs [all_inputs -no_clocks]
set_input_delay [expr $clk_period * $clk_io_pct] -clock clk0 $non_clock_inputs
set_output_delay [expr $clk_period * $clk_io_pct] -clock clk0 [all_outputs]
File: flow/design.v
`timescale 1ns / 1ps
module ME
(
	input clk,
	input [31:0] ME_ALUOut,
	input [31:0] ME_DataToWrite,
	input [4:0] ME_RegToWrite,
	input [31:0] ME_PCPlus4,
	input [31:0] ME_DirMem_DB,
	input ME_C_RegWrite,
	input ME_C_DataSource,
	input ME_C_MemWrite,
	input [1:0] ME_C_Jump,
	input ME_C_StoreLoad,
	input [1:0] ME_C_Extend,
	input ME_C_Halt,
	input ME_C_Stall_DB,
	input ME_C_Lector_DB,
	output reg [31:0] ME_ALUOut_O = 32'b00000000000000000000000000000000,
	output reg [31:0] ME_ReadData = 32'b00000000000000000000000000000000,
	output reg [4:0] ME_RegToWrite_O = 5'b00000,
	output reg [31:0] ME_PCPlus4_O = 32'b00000000000000000000000000000000,
	output wire [31:0] ME_ALUOut_O_W,
	output wire [4:0] ME_RegDest,
	output wire [31:0] ME_MemoryData,
	output reg ME_C_RegWrite_O = 1'b0,
	output reg ME_C_DataSource_O = 1'b0,
	output reg [1:0] ME_C_Jump_O = 2'b00,
	output reg ME_C_StoreLoad_O = 1'b0,
	output reg [1:0] ME_C_Extend_O = 2'b00,
	output reg ME_C_Halt_O = 1'b0,
	output wire ME_C_Load_HZ,
	output wire ME_C_WriteReg_HZ
);
	reg [31:0] DATA_MEMORY [0:63];
	wire [31:0] PosData_DB;
	reg [31:0] Data = 32'b00000000000000000000000000000000;
	wire [31:0] ReadData;
	wire [31:0] TrimData;
	wire [31:0] WriteData;
	wire write;
	initial begin
	DATA_MEMORY[4] = 32'b00000000000000000000000000001100;
	end
	assign PosData_DB = (ME_C_Lector_DB == 1'b1) ? ME_DirMem_DB : ME_ALUOut;
	assign write = (ME_C_Lector_DB == 1'b1) ? 1'b0 : ME_C_MemWrite;
	assign ReadData = Data;
	assign TrimData = (ME_C_Extend == 2'b00) ? 
															{24'b000000000000000000000000, {ME_DataToWrite[7:0]}} : 
						  ((ME_C_Extend == 2'b01) ? 
															{16'b0000000000000000, {ME_DataToWrite[15:0]}} : 
						  ((ME_C_Extend == 2'b10) ? 
															{((ME_DataToWrite[7] == 1'b1) ? 24'b111111111111111111111111 : 24'b000000000000000000000000), {ME_DataToWrite[7:0]}} : 
															{((ME_DataToWrite[15] == 1'b1) ? 16'b1111111111111111 : 16'b0000000000000000), {ME_DataToWrite[15:0]}}));
	assign WriteData = (ME_C_StoreLoad == 1'b0) ? ME_DataToWrite : TrimData;
	always @(negedge clk)
	begin
		if (write)
		begin
			DATA_MEMORY[ME_ALUOut] <= WriteData;
		end
			Data <= DATA_MEMORY[PosData_DB];
	end
	assign ME_ALUOut_O_W = ME_ALUOut;
	assign ME_RegDest = ME_RegToWrite;
	assign ME_MemoryData = Data;
	always @(posedge clk)
	begin
		if(ME_C_Stall_DB == 1'b0)
		begin
			ME_ALUOut_O <= ME_ALUOut;
			ME_ReadData <= ReadData;
			ME_RegToWrite_O <= ME_RegToWrite;
			ME_PCPlus4_O <= ME_PCPlus4;
		end
	end
	assign ME_C_Load_HZ = ME_C_DataSource;
	assign ME_C_WriteReg_HZ = ME_C_RegWrite;
	always @(posedge clk)
	begin
		if(ME_C_Stall_DB == 1'b0)
		begin
			ME_C_RegWrite_O <= ME_C_RegWrite;
			ME_C_DataSource_O <= ME_C_DataSource;
			ME_C_Jump_O <= ME_C_Jump;
			ME_C_StoreLoad_O <= ME_C_StoreLoad;
			ME_C_Extend_O <= ME_C_Extend;
			ME_C_Halt_O <= ME_C_Halt;
		end
	end
endmodule
File: flow/run.sh
#!/bin/bash
# OpenROAD 26Q1-2900-gdf79404cd8, Yosys 0.63+post, stock flow scripts
make -C /OpenROAD-flow-scripts/flow DESIGN_CONFIG=/design/flow/config.mk WORK_HOME=/design/flow/orfs finish
==> flow_summary_export.csv <==
group,metric,value,unit
outcome,status,"finished clean",
grt,first_global_vias,71500,
clocking,post_cts_buffers,0,
sta,setup_viol,0,
sta,finalMaxSlewViolations,0,
synth,ys_types,89,
synth,yosysWarnings,1,
grt,grt_max_degree,102,
flow_run,max_cap_viol_count,0,
grt,grt-ovfl-total,0,
floorplanning,core_area,220000,um2
power_and_ir_drop,peakVddDrop,30.2,uV
worst_hold_path,hold_path.class,"reg -> reg",
sta,timing.final.ws_setup,10.81,ns
detailed_routing,antenna_left,0,
sta,hold_viol_final,0,
flow_run,tool_warnings,1056,
synth,ys_cells,6450,
sta,max-slew-margin-rel,29.4,%
grt,grt_pass1_wl,454000,um
worst_setup_path,crit_arrival,15.78,ns
synth,synthCells,6450,
power_and_ir_drop,power.density,42.2,nW/um2
detailed_routing,drc_errors,0,
sta,rsz0062_at_grt,"no",
worst_setup_path,critPathMaxFanout,85,
clocking,post_cts_resized,0,
floorplanning,chipArea,223000,um2
synth,edf_count,2157,
synth,ys_area,88300,um2
clocking,htree_levels,4,
clocking,clkSinkCount,2189,
grt,grt_use_total,31.1,%
worst_setup_path,r2r_cells,0,
clocking,cts_buffers,235,
synth,ys.flops,2189,
detailed_routing,firstDrtPassIters,6,
power_and_ir_drop,power.leakage,43.2,nW
synth,avgSynthCellArea,13.7,um2
floorplanning,ios,325,
grt,antenna_found_initial,14,
clocking,clkTransAtPathRegs,0.05,ns
worst_setup_path,path_class,"in -> reg",
floorplanning,fp-row-count,172,
worst_hold_path,min_path_cells,4,
synth,syn-cell-area,88300,um2
detailed_routing,wl,319000,um
clocking,cts_root_buffer,"clkbuf_16",
placement,pre_cts_ws,10.19,ns
detailed_routing,wl_per_cell,26.8,um
worst_setup_path,endpoint_kind,"flop",
floorplanning,die_y,472,um
layout,drive_above_1_share,8.89,%
placement,port_buffers,298,
clocking,clockBufferDepth,3,
detailed_routing,avgViaCountPerCell,5.64,
synth,yosysSeqAreaShare,74.0,%
synth,ys.flop_type,"edfxtp_1",
layout,syn2layout_area_growth,25.7,%
worst_setup_path,required,26.60,ns
synth,synthArstFlopShare,0,%
placement,place_congestion,0.940,
sta,tightestPinTransition,1.06,ns
floorplanning,dieWidth,472,um
floorplanning,fp_util,40.2,%
clocking,clk_latency,0.91,ns
sta,fin_skew,0.0811,ns
sta,setup-tns-final,0,ns
clocking,cts_tree,"done",
sta,whs,0.681,ns
detailed_routing,drt_iter0_drc,5149,
placement,dp_hpwl,174000,um
clocking,cts_hold_buf,0,
worst_setup_path,startpoint_type,"input port",
detailed_routing,vias,67200,
==> flip-flops by register name, summed over array words and instances, names as in the netlist <==
name               cells
ME_C_Halt_O            1
Data                  32
ME_C_Jump_O            2
ME_C_Extend_O          2
ME_C_StoreLoad_O       1
ME_PCPlus4_O          32
ME_RegToWrite_O        5
ME_C_RegWrite_O        1
DATA_MEMORY         2048
ME_ReadData           32
ME_C_DataSource_O      1
ME_ALUOut_O           32
==> through the flow <==
stage / total power, W / cell area, um2 / util, % / instances
after floorplan: 0.00244 / 88300 / - / 6450
after global placement: 0.00263 / 95400 / 43.4 / 9389
after detailed placement: 0.00264 / 95400 / 43.4 / 9389
after CTS: 0.00473 / 111000 / 50.6 / 11900
after global routing: 0.00496 / 111000 / 50.6 / 11900
final: 0.00468 / 111000 / 50.6 / 11900
==> area by class of cell <==
type | count | area [um2]
Fill cell | 17900 | 108000
Sequential cell | 2189 | 65400
Multi-Input combinational cell | 3663 | 20900
Clock inverter | 2268 | 9660
Clock buffer | 241 | 6010
Timing Repair Buffer | 573 | 5070
Tap cell | 2871 | 3590
Inverter | 92 | 350
Antenna cell | 5 | 12.5
==> layer usage <==
metal,part of all wire [%],global-route usage [%],vias to the layer above
met4,6.1,18.4,32
met3,18,26.3,887
li1,-,-,29700
met5,0.26,2.92,-
met1,31,32.0,31500
met2,45,42.6,5062
==> path summary, 6_finish.rpt <==
| path | start | end | slack [ns] |
|---|---|---|---|
| max | ME_ALUOut[1] | Data[31] | 10.81 |
| min | DATA_MEMORY[36][24] | Data[24] | 0.68 |
| max reg2reg | Data[2] | ME_ReadData[2] | 24.90 |
| min reg2reg | DATA_MEMORY[36][24] | Data[24] | 0.68 |
==> worst max-delay path, stage by stage <==
cell and delay [ns]:
buf_4 0.46, buf_12 0.44, mux2_8 0.67, buf_4 0.69
buf_4 0.64, buf_4 0.60, nor2_1 0.09, nor2_1 0.14
o221ai_1 0.13, a32oi_1 0.58, a32oi_1 0.10, mux2i_1 0.61
==> where the power goes <==
part	switching, W	internal [W]
combinational	0.000274	0.000114
sequential	0.0000101	0.00199
clock	0.00110	0.00119
==> cells in the mapped netlist (6+ instances only) <==
| cell | n | share of area, % |
|---|---|---|
| inv_1 | 92 | 0.39 |
| a2bb2oi_1 | 94 | 0.93 |
| a221o_1 | 9 | 0.10 |
| o22a_1 | 13 | 0.13 |
| nand2_1 | 541 | 2.3 |
| a32oi_1 | 26 | 0.26 |
| dfxtp_1 | 32 | 0.73 |
| o211ai_1 | 145 | 1.2 |
| a22oi_1 | 24 | 0.20 |
| o2111ai_1 | 24 | 0.24 |
| nand3_1 | 107 | 0.61 |
| o311a_1 | 11 | 0.12 |
| o32a_1 | 16 | 0.18 |
| nor4_1 | 11 | 0.078 |
| buf_2 | 201 | 1.1 |
| o21ai_1 | 6 | 0.034 |
| nand2b_1 | 17 | 0.12 |
| mux2i_1 | 6 | 0.068 |
| o32ai_1 | 31 | 0.31 |
| nand3b_1 | 34 | 0.29 |
| nand4_1 | 12 | 0.085 |
| o22ai_1 | 71 | 0.50 |
| nor2_1 | 579 | 2.5 |
| a211o_1 | 14 | 0.14 |
| buf_1 | 20 | 0.085 |
| nor3_1 | 17 | 0.096 |
| and2_1 | 46 | 0.33 |
| o31ai_1 | 13 | 0.11 |
| o221ai_1 | 92 | 0.91 |
| a22o_1 | 21 | 0.21 |
| buf_4 | 79 | 0.67 |
| o21ai_0 | 949 | 5.4 |
| a211oi_1 | 91 | 0.77 |
| clkbuf_1 | 187 | 0.79 |
| nand4b_1 | 11 | 0.11 |
| buf_6 | 14 | 0.18 |
| a221oi_1 | 19 | 0.19 |
| o311ai_0 | 31 | 0.31 |
| a31oi_1 | 49 | 0.35 |
| edfxtp_1 | 2157 | 73 |
| a21oi_1 | 430 | 2.4 |
| o2bb2ai_1 | 8 | 0.079 |
==> layout by cell type (no fill, tap or decap), drive strengths merged, types with 24 or more instances in the layout <==
cell type and n:
a31oi 49, a21oi 432, o21ai 957, clkinvlp 57, nand2 542, a32oi 26
buf 289, a22oi 24, o22ai 75, bufinv 28, nor2 580, a211oi 91
edfxtp 2157, nand3b 34, o211ai 146, and2 48, o2111ai 24, nand3 107
o311ai 36, a2bb2oi 95, dfxtp 32, o221ai 92, inv 2248, clkinv 27
clkbuf 241, o32ai 33, clkdlybuf4s50 284
==> kinds of logic (layout without fill, tap and decap cells) <==
family          Yosys count  in the layout  share of synthesized area (%)
other cells               0              5                              0
buf+inv                 598           3174                           3.30
mux                      11             11                          0.153
simple gates           1407           1407                           6.75
compound gates         2245           2245                           15.8
flops                  2189           2189                           74.0
Power is estimated from default activity; no workload was simulated.
