$ cat ./design.v
`timescale 1ns / 1ps
module EX
(
	input clk,
	input [31:0] EX_AOperand,
	input [31:0] EX_BOperand,
	input [4:0] EX_DestRegAlu,
	input [4:0] EX_DestRegLoad,
	input [31:0] EX_ExtendedImmediate,
	input [31:0] EX_PCPlus4,
	input [31:0] EX_ALUOut_I,
	input [31:0] EX_Result,
	input [4:0] EX_RegS,
	input EX_C_RegWrite,
	input EX_C_DataSource,
	input EX_C_MemWrite,
	input [1:0] EX_C_Jump,
	input EX_C_RegDest,
	input EX_C_AluSource,
	input [3:0] EX_C_ALUSel,
	input EX_C_StoreLoad,
	input [1:0] EX_C_Extend,
	input EX_C_Halt,
	input [1:0] EX_C_ForwardA_HZ,
	input [1:0] EX_C_ForwardB_HZ,
	input EX_C_Stall_DB,
	output reg [31:0] EX_ALUOut = 32'b00000000000000000000000000000000,
	output reg [31:0] EX_DataToWrite = 32'b00000000000000000000000000000000,
	output reg [4:0] EX_RegToWrite = 5'b00000,
	output reg [31:0] EX_PCPlus4_O = 32'b00000000000000000000000000000000,
	output wire [4:0] EX_RegS_O,
	output wire [4:0] EX_RegT,
	output wire [4:0] EX_RegDest,
	output reg EX_C_RegWrite_O = 1'b0,
	output reg EX_C_DataSource_O = 1'b0,
	output reg EX_C_MemWrite_O = 1'b0,
	output reg [1:0] EX_C_Jump_O = 2'b00,
	output reg EX_C_StoreLoad_O = 1'b0,
	output reg [1:0] EX_C_Extend_O = 2'b00,
	output reg EX_C_Halt_O = 1'b0,
	output wire EX_C_Load_HZ,
	output wire EX_C_WriteReg_HZ
 );
   wire [31:0] BOperand;
	wire [4:0] RegToWrite;
	reg [31:0] ALURes = 32'b00000000000000000000000000000000;
	wire [31:0] ALUOut;
	wire [31:0] SrcA;
	wire [31:0] SrcB;
	assign SrcA = (EX_C_ForwardA_HZ == 2'b00) ? EX_AOperand : ((EX_C_ForwardA_HZ == 2'b01) ? EX_Result : EX_ALUOut_I);
	assign SrcB = (EX_C_ForwardB_HZ == 2'b00) ? EX_BOperand : ((EX_C_ForwardB_HZ == 2'b01) ? EX_Result : EX_ALUOut_I);
	wire [4:0] Shamt;
	assign ALUOut = ALURes;
	assign BOperand = (EX_C_AluSource) ? EX_ExtendedImmediate : SrcB;
	assign RegToWrite = (EX_C_ALUSel == 4'b1110) ? 5'b11111 : ((EX_C_RegDest)  ? EX_DestRegAlu :  EX_DestRegLoad);
	assign Shamt = {EX_ExtendedImmediate[10:6]};
	always @*
	begin
		case(EX_C_ALUSel)
			4'b0000: ALURes = BOperand <<  Shamt;							 
			4'b0001: ALURes = BOperand >>  Shamt;							 
			4'b0010: ALURes = BOperand >>>  Shamt;							 
			4'b0011: ALURes = BOperand <<  SrcA;							 
			4'b0100: ALURes = BOperand >>  SrcA;							 
			4'b0101: ALURes = BOperand >>>  SrcA;							 
			4'b0110: ALURes = SrcA + BOperand;								 
			4'b0111: ALURes = SrcA - BOperand;								 
			4'b1000: ALURes = SrcA & BOperand;								 
			4'b1001: ALURes = SrcA | BOperand;								 
			4'b1010: ALURes = SrcA ^ BOperand;								 
			4'b1011: ALURes = ~(SrcA | BOperand);							 
			4'b1100: ALURes = SrcA < BOperand;	  							 
			4'b1101: ALURes = BOperand << 16;								 
			default: ALURes = 32'b00000000000000000000000000000000;	 
		endcase	
	end
	assign EX_RegS_O = EX_RegS;
	assign EX_RegT = EX_DestRegLoad;
	assign EX_RegDest = RegToWrite;
	always @(posedge clk)
	begin
		if(EX_C_Stall_DB == 1'b0)
		begin
			EX_ALUOut <= ALUOut;
			EX_DataToWrite <= SrcB;
			EX_RegToWrite <= RegToWrite;
			EX_PCPlus4_O <= EX_PCPlus4;
		end
	end
	assign EX_C_Load_HZ = EX_C_DataSource;
	assign EX_C_WriteReg_HZ = EX_C_RegWrite;
	always @(posedge clk)
	begin
		if(EX_C_Stall_DB == 1'b0)
		begin
			EX_C_RegWrite_O <= EX_C_RegWrite;
			EX_C_DataSource_O <= EX_C_DataSource;
			EX_C_MemWrite_O <= EX_C_MemWrite;
			EX_C_Jump_O <= EX_C_Jump;
			EX_C_StoreLoad_O <= EX_C_StoreLoad;
			EX_C_Extend_O <= EX_C_Extend;
			EX_C_Halt_O <= EX_C_Halt;
		end
	end
endmodule
$ cat ./run.sh
#!/bin/bash
# OpenROAD 26Q1-2900-gdf79404cd8, Yosys 0.63+post, stock flow scripts
make -C /OpenROAD-flow-scripts/flow DESIGN_CONFIG=/design/flow/config.mk WORK_HOME=/design/flow/orfs finish
$ cat ./config.mk
export PLATFORM = sky130hd
export DESIGN_NAME = EX
export DESIGN_NICKNAME = EX
export VERILOG_FILES = /design/flow/design.v
export SDC_FILE = /design/flow/constraint.sdc
export NUM_CORES = 4
export LEC_CHECK = 1
export CORE_UTILIZATION = 30
$ cat ./constraint.sdc
current_design EX

set clk_period 10.5
set clk_io_pct 0.2

create_clock -name clk0 -period $clk_period [get_ports {clk}]

set non_clock_inputs [all_inputs -no_clocks]
set_input_delay [expr $clk_period * $clk_io_pct] -clock clk0 $non_clock_inputs
set_output_delay [expr $clk_period * $clk_io_pct] -clock clk0 [all_outputs]
==> flow_summary.toml <==
# implementation run metrics
[outcome]
status = "finished clean"

[synth]
simple_gate_share_pct = 17.4
ys_sh_adder_pct = 7.10
ff_type = "edfxtp_1"
compound_area_share_pct = 28.3
netlist_instances = 2123
synth_cell_types = 106
synth-edff-count = 110
synthXorXnorAreaFrac_pct = 0.560
ys.flops = 110
ys_warn_count = 1
ys_top_logic_family = "AND-OR/OR-AND gates"
async_reset_ff_share_pct = 0
seq_area_frac_synth_pct = 19.2
top_cell_area_share_pct = 19.2
top_cells_by_area = "edfxtp_1, mux2i_1, ha_1, nand2_1, mux2_2"
synth_area_um2 = 17200
yosysCellCount = 2123
ys_area_um2 = 17200
top_cells_by_count = "mux2i_1, nand2_1, nor2_1, o21ai_0, inv_1"
yosysTopAreaCell = "edfxtp_1"
synth.area.mux_share_pct = 19.8
synth.avg_cell_area_um2 = 8.10

[sta]
setup_tns_ns = 0
period_used_pct = 70.6
setup_viol = 0
rsz0062_at_grt = "false"
clock.fmax_mhz = 135
slew_violations = 0
max_slew.worst_pin.slew_ns = 0.916
hold_viol = 0
relSlewSlack_pct = 37.2
min_period_ns = 7.41

[power]
swShare_pct = 48.3
leakagePower_nw = 8.56
power.density_cell_area_nw_per_um2 = 111
p_comb_share_pct = 58.9
p_sw_mw = 1.17
clock_power_share_pct = 17.7
p_seq_share_pct = 23.4
peakVddDrop_mv = 0.0860
p_int_mw = 1.25

[route]
firstDrtPassIters = 5
wl_per_cell_um = 34.9
routed_wl_um = 110000
drc = 0
drt_iter0_markers = 2014
vias = 19548
avgViaCountPerCell = 6.20
ant_nets = 0

[floorplanning]
die_x_um = 241
core_um2 = 56500
die_area_um2 = 58300
core.rowCount = 87
fp.dieH_um = 241
initCoreUtil_pct = 30.4
io_pins = 355

[hold_path]
hold_path_class = "input pin to flip-flop"

[worst_setup_path]
crit_required_ns = 10.58
startpoint = "EX_C_ForwardA_HZ[1]"
setup.worst_path.end_class = "flip-flop"
critPathKind = "input pin to flip-flop"
cp-start-kind = "input pin"
cp_max_fo = 26
arrival_ns = 7.49
cp-endpoint = "EX_ALUOut[17]$_DFFE_PN_"

[placement]
place_inst = 3138
io_buffers = 344
place_hpwl_um = 88900
place.gp.congestion = 1.13

[run]
warnings = 87
maxCapViolations = 0

[global_routing]
grt_pass1_vias = 18707
grt_max_degree = 69
globalRouteOverflowTotal = 0
track_usage_pct = 38.7
antenna_found_initial = 6
grt_pass1_wl_um = 151000

[clocking]
ctsLongestPathBuffers = 2
clock-sinks = 110
postCtsResizedCells = 0
cts_tree = "done"
clockRootBuffer = "clkbuf_16"
cts_made_buffers = 9
hold_buffers = 0
cts_setup_buffers = 0
cts_max_level = 3
clkTransAtPathRegs_ns = 0.12

[final_layout]
syn_to_final_growth_pct = 26.1
drive_above_1_share_pct = 10.8
final_cell_count_no_fill = 3155
## layer usage
metal / share of wire, % / vias up / wire length [um] / global-route usage (%)
met5: 0.14 / - / 150 / 1.35
met4: 5.5 / 8 / 6070 / 17.5
met3: 8.6 / 231 / 9430 / 9.66
met2: 43 / 1023 / 47900 / 57.4
met1: 42 / 9714 / 46600 / 53.6
li1: - / 8572 / - / -
## cells by family after synthesis
logic type               Yosys count
AND-OR/OR-AND                    684
AND/OR/NAND/NOR                  627
multiplexers                     305
buffers and inverters            289
flip-flops                       110
adder cells (fa/ha/maj)           97
XOR/XNOR                          11
## power by group through the flow
| stage | clock network [mW] | registers, mW | logic [mW] |
|---|---|---|---|
| after global routing | 0.447 | 0.569 | 1.49 |
| final | 0.427 | 0.564 | 1.42 |
| after CTS | 0.439 | 0.565 | 1.38 |
## worst min path at each step
stage	cells after the start	endpoint	start
5_1_grt	1	EX_PCPlus4_O[27]$_DFFE_PN_	EX_PCPlus4[27]
6_report	1	EX_PCPlus4_O[22]$_DFFE_PN_	EX_PCPlus4[22]
4_1_cts	1	EX_PCPlus4_O[22]$_DFFE_PN_	EX_PCPlus4[22]
## registers in the layout, summed over array words and instances, names as in the netlist
name,count
EX_PCPlus4_O,32
EX_C_Halt_O,1
EX_C_Extend_O,2
EX_C_StoreLoad_O,1
EX_ALUOut,32
EX_C_DataSource_O,1
EX_C_MemWrite_O,1
EX_C_Jump_O,2
EX_DataToWrite,32
EX_C_RegWrite_O,1
EX_RegToWrite,5
## cell usage in the layout, fill, tap and decap left out, types with 19 or more instances in the layout
cell type,Yosys,routed
a211oi_1,48,48
a21o_1,20,20
a21oi_1,102,102
and2_1,22,22
buf_4,26,84
clkdlybuf4s50_1,0,338
edfxtp_1,110,110
ha_1,96,96
inv_1,112,111
mux2_2,57,57
mux2i_1,213,213
nand2_1,213,213
nand2b_1,42,42
nand3_1,54,54
nand4_1,22,22
nor2_1,146,146
nor2b_1,19,19
nor3_1,40,40
o211ai_1,68,68
o21a_1,46,46
o21ai_0,115,113
o221ai_1,28,28
o22ai_1,40,40
## cell type report
cell class	instances	area, um2
clock buffers	9	225
diodes	1	2.50
repair buffers	427	4040
multi-input cells	1724	12600
flip-flops and latches	110	3300
inverters	121	459
clock inverters	7	97.6
well taps	756	946
fillers	5821	34800
## critical path, cell delays in order
cell and delay, ns:
clkdlybuf4s50_1 0.40, buf_4 0.24, inv_4 0.39, mux2i_1 0.78
inv_1 0.17, ha_1 0.41, nor4_1 0.45, o211ai_1 0.31
a2111oi_1 0.69, buf_4 0.25, nor3_1 0.05, o31a_1 0.26
a221o_1 0.29, o21ai_0 0.24, nand4_1 0.42
## metrics by stage
step	hold WS (ns)	instance area [um2]	setup slack, ns	utilization, %	power (mW)
after floorplan	2.20	17200	4.67	-	1.30
after global placement	2.66	21400	2.76	37.8	1.97
after detailed placement	2.66	21400	2.70	37.8	1.95
after CTS	2.20	21700	3.15	38.4	2.39
after global routing	2.21	21700	2.86	38.4	2.51
final	2.22	21700	3.09	38.4	2.41
Power figures rest on the tool's default switching activity, not on a simulated workload.
